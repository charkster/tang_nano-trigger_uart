==> flow/run.sh <==
#!/bin/bash
# OpenROAD 26Q1-2900-gdf79404cd8, Yosys 0.63+post, stock flow scripts
make -C /OpenROAD-flow-scripts/flow DESIGN_CONFIG=/design/flow/config.mk WORK_HOME=/design/flow/orfs finish
==> flow/config.mk <==
export PLATFORM = sky130hd
export DESIGN_NAME = trigger
export DESIGN_NICKNAME = trigger
export VERILOG_FILES = /design/flow/design.v
export SDC_FILE = /design/flow/constraint.sdc
export NUM_CORES = 4
export LEC_CHECK = 1
export CORE_UTILIZATION = 40
==> flow/constraint.sdc <==
current_design trigger

set clk_period 4.0
set clk_io_pct 0.2

create_clock -name clk0 -period $clk_period [get_ports {clk}]

set non_clock_inputs [all_inputs -no_clocks]
set_input_delay [expr $clk_period * $clk_io_pct] -clock clk0 $non_clock_inputs
set_output_delay [expr $clk_period * $clk_io_pct] -clock clk0 [all_outputs]
==> flow/design.v <==
module synchronizer(
    input  logic clk,
    input  logic rst_n,
    input  logic data_in,
    output logic data_out
    );
    logic ff_1;
  always_ff @(posedge clk, negedge rst_n)
    if (~rst_n) ff_1 <= 1'b0;
    else        ff_1 <= data_in;
  always_ff @(posedge clk, negedge rst_n)
    if (~rst_n) data_out <= 1'b0;
    else        data_out <= ff_1;
endmodule
module trigger
  ( input  logic       clk,                 
    input  logic       rst_n_sync,          
    input  logic       trigger_source,      
    output logic       trigger_out,         
    input  logic       cfg_positive,        
    input  logic [2:0] cfg_type,            
    input  logic [7:0] cfg_count1,          
    input  logic [7:0] cfg_count2,          
    input  logic [4:0] cfg_stage1_count,    
    input  logic [2:0] cfg_time_base,       
    input  logic       cfg_longer_no_edge,  
    input  logic       cfg_trig_dur_sel,    
    input  logic       cfg_enable           
    );
    logic        hold_trigger_source;         
    logic [23:0] time_base_cnt;               
    logic [23:0] end_time_base_cnt;           
    logic        pos_edge;                    
    logic        neg_edge;                    
    logic        en_time_base_cnt;            
    logic        toggle_time_base;            
    logic [7:0]  count;                       
    logic        opposite_edge;               
    logic        type0_trig;                  
    logic        type1_trig;                  
    logic        type2_trig;                  
    logic        type3_trig;                  
    logic        type4_trig;                  
    logic        any_trig;                    
    logic [6:0]  trig_duration;               
    logic        trigger_source_sync;         
    logic        cfg_enable_sync;             
    logic        trigger_out_ff;              
    logic [4:0]  stage1_counter;              
    logic [4:0]  final_stage1_count;          
    logic        reached_final_stage1_count;  
    logic [6:0]  trig_end_cnt;                
    synchronizer u_synchronizer_gpio_in
      ( .clk      (clk),
        .rst_n    (rst_n_sync),
        .data_in  (trigger_source),
        .data_out (trigger_source_sync)  
       );
    synchronizer u_synchronizer_cfg_enable
      ( .clk      (clk),
        .rst_n    (rst_n_sync),
        .data_in  (cfg_enable),
        .data_out (cfg_enable_sync)  
       );
    always@(posedge clk, negedge rst_n_sync)
      if (~rst_n_sync) hold_trigger_source <= 1'b0;
      else             hold_trigger_source <= trigger_source_sync & cfg_enable_sync;
    assign pos_edge = ( trigger_source_sync && ~hold_trigger_source);
    assign neg_edge = (~trigger_source_sync &&  hold_trigger_source);
    assign opposite_edge = (cfg_positive && neg_edge) || (~cfg_positive && pos_edge);
    assign type0_trig = (cfg_type == 3'd0) && ((cfg_positive && pos_edge) || (~cfg_positive && neg_edge));
    assign type1_trig = en_time_base_cnt && (cfg_type == 3'd1) && (count <= cfg_count1) &&                           opposite_edge;
    assign type2_trig = en_time_base_cnt && (cfg_type == 3'd2) && (count >= cfg_count1) && (cfg_longer_no_edge    || opposite_edge);
    assign type3_trig = en_time_base_cnt && (cfg_type == 3'd3) && (count >= cfg_count1) && (count <= cfg_count2)  && opposite_edge;
    assign type4_trig = en_time_base_cnt && (cfg_type == 3'd4) && 
                        (((count <= cfg_count1) && opposite_edge) || ((count >= cfg_count2) && (cfg_longer_no_edge || opposite_edge)));
    assign any_trig   = type0_trig || type1_trig || type2_trig || type3_trig || type4_trig;
    always@(posedge clk, negedge rst_n_sync)
      if (~rst_n_sync)                                   en_time_base_cnt <= 1'b0;
      else if ((cfg_type == 3'd0) || (~cfg_enable_sync)) en_time_base_cnt <= 1'b0;  
      else if (trigger_out)                              en_time_base_cnt <= 1'b0;  
      else if ( cfg_positive && pos_edge)                en_time_base_cnt <= 1'b1;  
      else if ( cfg_positive && neg_edge)                en_time_base_cnt <= 1'b0;  
      else if (~cfg_positive && neg_edge)                en_time_base_cnt <= 1'b1;  
      else if (~cfg_positive && pos_edge)                en_time_base_cnt <= 1'b0;  
    always_comb
        if (cfg_stage1_count > 5'd0)  final_stage1_count = cfg_stage1_count - 5'd1;
        else                          final_stage1_count = 5'd0;
    assign reached_final_stage1_count = (stage1_counter == final_stage1_count);
    always_ff @(posedge clk, negedge rst_n_sync)
      if (~rst_n_sync)                                                        stage1_counter <= '0;
      else if (!en_time_base_cnt || (cfg_type == 3'd0) || (~cfg_enable_sync)) stage1_counter <= '0;
      else if (!reached_final_stage1_count)                                   stage1_counter <= stage1_counter + 1;
      else if ( reached_final_stage1_count)                                   stage1_counter <= '0;
    always_comb
      case(cfg_time_base)
        3'd0: end_time_base_cnt = 0;                 
        3'd1: end_time_base_cnt = 24'd10 - 1;        
        3'd2: end_time_base_cnt = 24'd100 - 1;       
        3'd3: end_time_base_cnt = 24'd1000 - 1;      
        3'd4: end_time_base_cnt = 24'd10000 - 1;     
        3'd5: end_time_base_cnt = 24'd100000 - 1;    
        3'd6: end_time_base_cnt = 24'd1000000 - 1;   
        3'd7: end_time_base_cnt = 24'd10000000 - 1;  
      endcase
    always_comb
      if      (cfg_time_base == '0)                                               toggle_time_base = 1;
      else if ((cfg_count1 > 0) && (cfg_type > 0) && (count == (cfg_count1 - 1))) toggle_time_base = (time_base_cnt == (end_time_base_cnt - 1));
      else if ((cfg_count2 > 0) && (cfg_type > 2) && (count == (cfg_count2 - 1))) toggle_time_base = (time_base_cnt == (end_time_base_cnt - 1));
      else                                                                        toggle_time_base = (time_base_cnt == end_time_base_cnt);
    always@(posedge clk, negedge rst_n_sync)
      if (~rst_n_sync)                                                            time_base_cnt <= '0;
      else if (!en_time_base_cnt || (cfg_time_base == '0))                        time_base_cnt <= '0;  
      else if (toggle_time_base)                                                  time_base_cnt <= '0;  
      else if ((time_base_cnt < end_time_base_cnt) && reached_final_stage1_count) time_base_cnt <= time_base_cnt + 1;  
    always@(posedge clk, negedge rst_n_sync)
      if (~rst_n_sync)                                                                  count <= 'd0;
      else if (!en_time_base_cnt)                                                       count <= 'd0;
      else if ((cfg_time_base == '0) && reached_final_stage1_count && (count < 8'd255)) count <= count + 1;  
      else if ((cfg_time_base > 0)   && (toggle_time_base)         && (count < 8'd255)) count <= count + 1;  
    assign trig_end_cnt = (cfg_trig_dur_sel) ? 7'd99 : 7'd9;
    always@(posedge clk, negedge rst_n_sync)
      if (~rst_n_sync)                        trigger_out <= 1'b0;
      else if (trig_duration == trig_end_cnt) trigger_out <= 1'b0;
      else if (any_trig)                      trigger_out <= 1'b1;
    always@(posedge clk, negedge rst_n_sync)
      if (~rst_n_sync)                                trig_duration <= 'd0;
      else if (trig_duration == trig_end_cnt)         trig_duration <= 'd0;
      else if (trigger_out && (trig_duration == 'd0)) trig_duration <= 'd1;
      else if (trigger_out && (trig_duration > 0))    trig_duration <= trig_duration + 1;
endmodule
==> flow_summary.rst <==
Synthesis and place-and-route
=============================

.. list-table::
   :header-rows: 1

   * - Metric
     - Value
   * - Cells after Synth
     - 609
   * - Fraction of layout cells with a size suffix above 1
     - 0.114
   * - Pre-CTS setup slack
     - -420 ps
   * - Core Util at FP
     - 0.412
   * - Remaining global-route overflow
     - 0
   * - Number of global-route vias before repair
     - ~4,200
   * - Wire length of the first global-routing pass
     - between 20,000 and 25,000 um
   * - Dominant non-sequential cell family after synthesis
     - simple AND/OR/NAND/NOR gates
   * - Total tool warning count
     - 31
   * - Post-CTS Setup Bufs
     - 0
   * - Clock Tree Root
     - sky130_fd_sc_hd__clkbuf_16
   * - Total routed wirelength
     - 12,500 um
   * - Antenna viol nets, final
     - 0
   * - Vias after detailed routing
     - 4,696
   * - Period utilization
     - 0.960
   * - Synth cell types
     - roughly 66
   * - Setup violators final
     - 0
   * - Flops after synth
     - roughly 51
   * - Critical Path AT
     - around 4000 ps
   * - Placed wire-length estimate
     - 9670 um
   * - Max FO, Critical Path
     - 25
   * - Area added between synthesis and finish
     - 20.5%
   * - Area of the core region
     - 12,100 um^2
   * - Number of enable-type register cells in the synthesized netlist
     - 0
   * - Final Hold Violation Tally
     - 0
   * - Boundary Pins
     - 35
   * - CTS Buffer Depth
     - 2
   * - Commonest flop
     - sky130_fd_sc_hd__dfrtp_1
   * - Vias per inst
     - 5.58
   * - Number of DRC markers after the initial detailed-route iteration
     - between 200 and 250
   * - Chip height
     - approximately 110 um
   * - Cell Pwr Density
     - about 240 nW/um^2
   * - Port buffer count
     - 34
   * - Total of max-cap violations
     - 0
   * - Global placer's final weighted congestion
     - 0.992
   * - Hold Slack
     - 356 ps
   * - Run status
     - finished clean
   * - Clock Sink Count
     - 51
   * - Static Leakage
     - around 2.5 nW
   * - CTS tree
     - built
   * - Number of buffers inserted during clock tree synthesis
     - 5
   * - Global-route usage over all layers
     - 0.201
   * - Combined area of all synthesized cells
     - 4970 um^2
   * - Largest net degree at the start of global routing
     - approximately 52
   * - Width of the die
     - 114 um
   * - Post-synth ARST share
     - 1.00
   * - IR drop worst, VDD
     - 0.155 mV
   * - Synthesis warning total
     - 2
   * - Fillers
     - 1,106
   * - Diode count
     - 0
   * - Count of TritonRoute iterations in the first routing pass
     - 5
   * - Capturing element type of the critical path
     - register
   * - Sequential area share after synthesis
     - 0.257
   * - Simple Share, Synth
     - 0.270
   * - Max-Slew Margin vs Limit
     - 0.513
   * - And-or/or-and share of the synthesized area
     - 0.192
   * - Avg Inst Size Synth
     - 8.17 um^2
   * - Standard-cell rows
     - 40
   * - Post-synthesis mux area share
     - 0.0262
   * - Antenna violations before repair
     - 0
   * - CTS H-tree lvls
     - 2
   * - Post-route clock skew
     - 4.56 ps
   * - Fin. max-slew vios
     - 0
   * - Worst hold-check path type
     - register to register
   * - Hold buffers post-CTS
     - 0
   * - Area share of xor/xnor cells in the synthesized design
     - 0.0739
   * - Clock slew at the register clock pins of the worst setup and hold paths
     - 70 ps
   * - Yosys cell count
     - 609
   * - Maximum achievable frequency
     - 261 MHz
   * - Minimum clock period
     - around 3800 ps
   * - Wire length per cell
     - 14.8 um
   * - Cts repair resizes
     - 5
   * - Kind of critical path
     - input pin to register
   * - Final Worst Setup Slack
     - 162 ps
   * - Setup crit start kind
     - input pin
   * - Synthesized chip area reported by yosys
     - 4970 um^2
   * - Yosys adder share
     - 0.131
   * - Worst-Margin Slew
     - ~730 ps
   * - DRC
     - 0
   * - Die Area
     - 12,900 um^2
   * - Crit path DRT
     - ~4200 ps
   * - Clock latency at the later pin of the worst-skew pair
     - ~290 ps
[layout by cell type (no fill, tap or decap), types with 8 or more instances in the layout]
cell type / count
sky130_fd_sc_hd__a21oi_1: 49
sky130_fd_sc_hd__nand3_1: 28
sky130_fd_sc_hd__or4_1: 10
sky130_fd_sc_hd__nand2b_1: 14
sky130_fd_sc_hd__and3_1: 14
sky130_fd_sc_hd__clkdlybuf4s50_1: 31
sky130_fd_sc_hd__o31ai_1: 10
sky130_fd_sc_hd__nor2b_1: 8
sky130_fd_sc_hd__nand4_1: 19
sky130_fd_sc_hd__nor2_1: 33
sky130_fd_sc_hd__o21ai_0: 25
sky130_fd_sc_hd__a21o_1: 9
sky130_fd_sc_hd__ha_1: 52
sky130_fd_sc_hd__nor3_1: 13
sky130_fd_sc_hd__nand2_1: 54
sky130_fd_sc_hd__buf_4: 48
sky130_fd_sc_hd__or3_1: 11
sky130_fd_sc_hd__xor2_1: 11
sky130_fd_sc_hd__xnor2_1: 31
sky130_fd_sc_hd__dfrtp_1: 51
sky130_fd_sc_hd__mux2i_1: 13
sky130_fd_sc_hd__inv_1: 32
[per-stage QoR]
step	cells	TNS (ps)	utilization	instance area, um^2	total power (W)
floorplan	609	0	-	4970	0.000829
global placement	834	-11550	0.481	5800	0.000968
detailed placement	834	-11300	0.481	5800	0.000975
CTS	842	0	0.494	5960	0.00142
global route	842	-3.48	0.497	5990	0.00150
finish	842	0	0.497	5990	0.00141
[synth_stat cells, types with 13 or more instances]
master / number / area (um^2)
sky130_fd_sc_hd__inv_1: 33 / 124
sky130_fd_sc_hd__nand2_1: 54 / 203
sky130_fd_sc_hd__nand3_1: 28 / 140
sky130_fd_sc_hd__nand4_1: 19 / 119
sky130_fd_sc_hd__clkbuf_1: 17 / 63.8
sky130_fd_sc_hd__and3_1: 14 / 87.6
sky130_fd_sc_hd__a21oi_1: 49 / 245
sky130_fd_sc_hd__mux2i_1: 13 / 130
sky130_fd_sc_hd__xnor2_1: 31 / 272
sky130_fd_sc_hd__nor2_1: 33 / 124
sky130_fd_sc_hd__o21ai_0: 25 / 125
sky130_fd_sc_hd__dfrtp_1: 51 / 1280
sky130_fd_sc_hd__ha_1: 52 / 651
sky130_fd_sc_hd__nor3_1: 13 / 65.1
sky130_fd_sc_hd__nand2b_1: 14 / 87.6
[layer usage]
layer	track usage	vias to the layer above	part of all wire
met2	0.319	85	0.45
met5	0	-	0
met3	0.0200	12	0.043
met1	0.310	2207	0.49
li1	-	2392	-
met4	0.0263	0	0.013
[kinds of logic (layout without fill, tap and decap cells)]
kind of cell	Yosys count	after routing
xor+xnor	42	42
mux	13	13
compound gates	147	147
simple gates	243	243
flops	51	51
fa+ha+maj	52	52
buf+inv	61	126
[worst paths after layout]
check	from	to	slack, ps	depth (start not counted)
min	u_synchronizer_cfg_enable.ff_1	u_synchronizer_cfg_enable.data_out	360	0
min reg2reg	u_synchronizer_cfg_enable.ff_1	u_synchronizer_cfg_enable.data_out	360	0
max in group asynchronous	rst_n_sync	time_base_cnt[19]	2920	2
max reg2reg	time_base_cnt[17]	time_base_cnt[3]	860	11
min in group asynchronous	rst_n_sync	count[6]	620	2
max	cfg_time_base[2]	time_base_cnt[3]	160	13
[state kept, by name, summed over array words and instances (netlist names), 5 cells and up]
register and flops:
time_base_cnt 24, count 8, trig_duration 7, stage1_counter 5
[worst max-delay path: stages]
cell and delay, ps:
sky130_fd_sc_hd__clkdlybuf4s50_1 500, sky130_fd_sc_hd__buf_4 180, sky130_fd_sc_hd__buf_4 190, sky130_fd_sc_hd__nand2b_1 100, sky130_fd_sc_hd__ha_1 310, sky130_fd_sc_hd__a211oi_2 260
sky130_fd_sc_hd__o211ai_1 130, sky130_fd_sc_hd__a221o_1 340, sky130_fd_sc_hd__or3_1 400, sky130_fd_sc_hd__buf_12 170, sky130_fd_sc_hd__buf_4 160, sky130_fd_sc_hd__or3_1 340
sky130_fd_sc_hd__a21oi_1 150
[where the power goes]
group	internal, W	total (W)	switching [W]
Clock	0.000237	0.000438	0.000202
Combinational	0.000175	0.000351	0.000176
Sequential	0.000557	0.000621	0.0000636
Total	0.000969	0.00141	0.000441
[cell type report]
class / count / area [um^2] / area share
multi-input cells: 497 / 3490 / 0.583
flip-flops and latches: 51 / 1280 / 0.213
repair buffers: 84 / 737 / 0.123
well taps: 168 / 210 / 0.0351
inverters: 34 / 128 / 0.0213
clock buffers: 5 / 125 / 0.0209
clock inverters: 3 / 25.0 / 0.00417
Power figures rest on the tool's default switching activity, not on a simulated workload.
