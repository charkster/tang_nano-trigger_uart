## /design/flow/design.v

```verilog
module pattern_gen
# ( parameter RAM_ADDR_BITS = 8 )
  ( input  logic       clk,
    input  logic       rst_n,
    input  logic       cfg_enable_pat_gen,                     
    input  logic [RAM_ADDR_BITS-1:0] cfg_end_address_pat_gen,  
    input  logic [1:0] cfg_num_gpio_sel_pat_gen,               
    input  logic [2:0] cfg_timestep_sel_pat_gen,               
    input  logic [4:0] cfg_stage1_count_sel_pat_gen,           
    input  logic       cfg_repeat_enable_pat_gen,              
    output logic       pattern_active,                         
    output logic       pattern_done,                           
    output logic [7:0] gpio_pat_gen_out,                       
    input  logic [7:0] ram_data,                               
    output logic [RAM_ADDR_BITS-1:0] ram_addr_pat_gen          
    );
    logic        reached_final_address;
    logic        reached_final_bit_count;
    logic        enable_pat_gen_delay;
    logic        enable_pat_gen_rise_edge;
    logic        pattern_active_fall_edge;
    logic  [2:0] bit_count;
    logic [25:0] timestep_counter;
    logic [25:0] final_timestep_count;
    logic        reached_final_timestep_count;
    logic        timestep_change;
    logic  [7:0] gpio_mask;
    logic  [7:0] gpio_pat_gen_comb;
    logic        enable_bit_counter;
    logic        pattern_active_hold;
    logic        reached_final_stage1_count;
    logic  [4:0] stage1_counter;
    logic  [4:0] final_stage1_count;
    logic [RAM_ADDR_BITS-1:0] current_address;
    assign reached_final_address = (current_address == cfg_end_address_pat_gen);
    assign reached_final_bit_count  = ((cfg_num_gpio_sel_pat_gen ==  2'b00) && (bit_count == 3'd7)) ||
                                      ((cfg_num_gpio_sel_pat_gen ==  2'b01) && (bit_count == 3'd6)) ||
                                      ((cfg_num_gpio_sel_pat_gen ==  2'b10) && (bit_count == 3'd4)) ||
                                      ((cfg_num_gpio_sel_pat_gen ==  2'b11) && (bit_count == 3'd0));
    always_ff @(posedge clk, negedge rst_n)
      if (~rst_n) enable_pat_gen_delay <= 1'b0;
      else        enable_pat_gen_delay <= cfg_enable_pat_gen;
    assign enable_pat_gen_rise_edge = (cfg_enable_pat_gen && (!enable_pat_gen_delay));
    always_ff @(posedge clk, negedge rst_n)
      if (~rst_n)                                                                                                                         pattern_active <= 1'b0;
      else if (cfg_repeat_enable_pat_gen || enable_pat_gen_rise_edge)                                                                     pattern_active <= 1'b1;
      else if (reached_final_address && reached_final_bit_count && timestep_change && enable_bit_counter && (!cfg_repeat_enable_pat_gen)) pattern_active <= 1'b0;
   always_ff @(posedge clk, negedge rst_n)
     if (~rst_n) pattern_active_hold <= 1'b0;
     else        pattern_active_hold <= pattern_active;
   assign pattern_active_fall_edge = (!pattern_active) && pattern_active_hold;
   always_ff @(posedge clk, negedge rst_n)
     if (~rst_n)                                                   pattern_done <= 1'b0;
     else if (!cfg_enable_pat_gen && (!cfg_repeat_enable_pat_gen)) pattern_done <= 1'b0;
     else if (pattern_active_fall_edge)                            pattern_done <= 1'b1;
    always_ff @(posedge clk, negedge rst_n)
      if (~rst_n)                                                                                                 current_address <= '0;
      else if ((!cfg_enable_pat_gen && (!cfg_repeat_enable_pat_gen)) || (!enable_bit_counter))                    current_address <= '0;
      else if (!reached_final_address && reached_final_bit_count && timestep_change)                              current_address <= current_address + 1;
      else if ( reached_final_address && reached_final_bit_count && timestep_change && cfg_repeat_enable_pat_gen) current_address <= '0;
    assign ram_addr_pat_gen = current_address;
    always_ff @(posedge clk, negedge rst_n)
      if (~rst_n)                                                                          enable_bit_counter <= 1'b0;
      else if ((!cfg_enable_pat_gen && (!cfg_repeat_enable_pat_gen)) || (!pattern_active)) enable_bit_counter <= 1'b0;
      else if (pattern_active && reached_final_timestep_count)                             enable_bit_counter <= 1'b1;
    always_ff @(posedge clk, negedge rst_n)
      if (~rst_n)                                                                                                                   bit_count <= '0;
      else if ((!cfg_enable_pat_gen && (!cfg_repeat_enable_pat_gen)) || (!enable_bit_counter))                                      bit_count <= '0;
      else if (!reached_final_bit_count && reached_final_timestep_count && (cfg_num_gpio_sel_pat_gen == 2'b00))                     bit_count <= bit_count + 1;
      else if (!reached_final_bit_count && reached_final_timestep_count && (cfg_num_gpio_sel_pat_gen == 2'b01))                     bit_count <= bit_count + 2;
      else if (!reached_final_bit_count && reached_final_timestep_count && (cfg_num_gpio_sel_pat_gen == 2'b10))                     bit_count <= bit_count + 4;
      else if ( reached_final_bit_count && reached_final_timestep_count && ((!reached_final_address) || cfg_repeat_enable_pat_gen)) bit_count <= '0;
    always_comb
        if (cfg_stage1_count_sel_pat_gen >= 5'd1) final_stage1_count = cfg_stage1_count_sel_pat_gen - 5'd1;
        else                                      final_stage1_count = 5'd0;
    assign reached_final_stage1_count = (stage1_counter == final_stage1_count);
    always_ff @(posedge clk, negedge rst_n)
      if (~rst_n)                                                                          stage1_counter <= '0;
      else if ((!cfg_enable_pat_gen && (!cfg_repeat_enable_pat_gen)) || (!pattern_active)) stage1_counter <= '0;
      else if (!reached_final_stage1_count)                                                stage1_counter <= stage1_counter + 1;
      else if ( reached_final_stage1_count)                                                stage1_counter <= '0;
    always_comb
      case(cfg_timestep_sel_pat_gen)
        3'd0:    final_timestep_count = 'd0;             
        3'd1:    final_timestep_count = 'd10       - 1;  
        3'd2:    final_timestep_count = 'd100      - 1;  
        3'd3:    final_timestep_count = 'd1000     - 1;  
        3'd4:    final_timestep_count = 'd10000    - 1;  
        3'd5:    final_timestep_count = 'd100000   - 1;  
        3'd6:    final_timestep_count = 'd1000000  - 1;  
        3'd7:    final_timestep_count = 'd10000000 - 1;  
        default: final_timestep_count = 'd10000000 - 1;  
      endcase
    assign reached_final_timestep_count = (timestep_counter == final_timestep_count) && reached_final_stage1_count;
    always_ff @(posedge clk, negedge rst_n)
      if (~rst_n)                                                                          timestep_counter <= '0;
      else if ((!cfg_enable_pat_gen && (!cfg_repeat_enable_pat_gen)) || (!pattern_active)) timestep_counter <= '0;
      else if (reached_final_timestep_count)                                               timestep_counter <= '0;
      else if ((cfg_timestep_sel_pat_gen != '0) && reached_final_stage1_count)             timestep_counter <= timestep_counter + 1;
    always_ff @(posedge clk, negedge rst_n)
      if (~rst_n)                            timestep_change <= 1'b0;
      else if (reached_final_timestep_count) timestep_change <= 1'b1;
      else                                   timestep_change <= 1'b0;
    always_comb
      case(cfg_num_gpio_sel_pat_gen)
        2'b00: gpio_mask = 8'b0000_0001;
        2'b01: gpio_mask = 8'b0000_0011;
        2'b10: gpio_mask = 8'b0000_1111;
        2'b11: gpio_mask = 8'b1111_1111;
      endcase
    assign gpio_pat_gen_comb = {ram_data[  bit_count],ram_data[1-bit_count],ram_data[2-bit_count],ram_data[3-bit_count],
                                ram_data[4-bit_count],ram_data[5-bit_count],ram_data[6-bit_count],ram_data[7-bit_count]};
    always_ff @(posedge clk, negedge rst_n)
      if (~rst_n)               gpio_pat_gen_out <= 8'b0000_0000;
      else if (!pattern_active) gpio_pat_gen_out <= 8'b0000_0000;
      else if (timestep_change) gpio_pat_gen_out <= gpio_pat_gen_comb & gpio_mask;
endmodule
```

## /design/flow/run.sh

```bash
#!/bin/bash
# OpenROAD 26Q1-2900-gdf79404cd8, Yosys 0.63+post, stock flow scripts
make -C /OpenROAD-flow-scripts/flow DESIGN_CONFIG=/design/flow/config.mk WORK_HOME=/design/flow/orfs finish
```

## /design/flow/config.mk

```make
export PLATFORM = sky130hd
export DESIGN_NAME = pattern_gen
export DESIGN_NICKNAME = pattern_gen
export VERILOG_FILES = /design/flow/design.v
export SDC_FILE = /design/flow/constraint.sdc
export NUM_CORES = 4
export LEC_CHECK = 1
export CORE_UTILIZATION = 30
```

## /design/flow/constraint.sdc

```tcl
current_design pattern_gen

set clk_period 3.8
set clk_io_pct 0.2

create_clock -name clk0 -period $clk_period [get_ports {clk}]

set non_clock_inputs [all_inputs -no_clocks]
set_input_delay [expr $clk_period * $clk_io_pct] -clock clk0 $non_clock_inputs
set_output_delay [expr $clk_period * $clk_io_pct] -clock clk0 [all_outputs]
```

==> impl_metrics.tcl <==
# metrics dict for downstream scripts
set metrics [dict create \
    hold_viol_final 0 \
    async_flop_share_pct 100 \
    grt_first_pass_wirelength_um 17300 \
    dpl-instance-area_sq_mm 0.00487 \
    dpl_worst_slack_ns 0.157 \
    wl_per_cell_um 14.5 \
    top_area_cell "sky130_fd_sc_hd__dfrtp_1" \
    grt_max_degree 57 \
    dp_hpwl_um 7330 \
    synth.top_cells.by_area "sky130_fd_sc_hd__dfrtp_1, sky130_fd_sc_hd__ha_1, sky130_fd_sc_hd__xnor2_1, sky130_fd_sc_hd__mux4_2, sky130_fd_sc_hd__xor2_1" \
    cts_root_buffer "sky130_fd_sc_hd__clkbuf_16" \
    routed_via_density 5.22 \
    std_cell_core_area_sq_mm 0.0135 \
    ys_seq_share_pct 33.3 \
    cp.buffers_inverters 2 \
    detail_route.drc_violations 0 \
    timing.reg2reg.setup_slack_ns 0.88 \
    wl_um 9970 \
    antenna_violations_before_repair 0 \
    chip_area_sq_mm 0.0145 \
    stage_log_warnings 38 \
    yosys-stat-area_sq_mm 0.00421 \
    grt.met1_usage_pct 22.9 \
    synth_largest_type_area_fraction_pct 33.3 \
    grt_remaining_overflow 0 \
    drt_first_pass_iters 4 \
    ff2ff_path_depth 9 \
    cp-startpoint "cfg_stage1_count_sel_pat_gen[0]" \
    report.power.total_mw 1.43 \
    synth-edff-count 0 \
    timing.critical_path.fanout_max 6 \
    place.gp.congestion 0.912 \
    clkSinkCount 56 \
    synthesis.area_per_instance_sq_um 8.85 \
    max_capacitance_violation_count 0 \
    finish.utilization_pct 37.4 \
    fin_skew_ns 0.00646 \
    tritoncts "yes" \
    critPathMaxStageDelay_ns 0.53 \
    fin_area_sq_mm 0.00503 \
    worst-endpoint-arrival_ns 3.58 \
    cell_area_after_synthesis_sq_mm 0.00421 \
    path_class "in2reg" \
    clock_tree.htree_level_count 2 \
    synth-main-ff-cell "sky130_fd_sc_hd__dfrtp_1" \
    max-vdd-ir-drop_mv 0.221 \
    fraction_of_final_layout_cells_with_drive_strength_greater_than_1_pct 6.43 \
    worst_setup_hold_path_clk_slew_ns 0.07 \
    hold_class "reg2reg" \
    cp.depth 10 \
    power_per_cell_area_mw_per_mm2 283 \
    layout_worst_path_cycle_share_pct 88.3 \
    num_io_pins 48 \
    grt_busiest_layer "met2" \
    multiInputGateArea_sq_mm 0.00261 \
    rows 42 \
    setup_tns_ns 0 \
    highest_achievable_clock_rate_ghz 0.298 \
    chipWidth_um 121 \
    global_route.usage.met2_pct 23.3 \
    post-route-worst-setup-slack_ns 0.443 \
    grt_use_total_pct 14.9 \
    critical_path.endpoint_type "flop" \
    clockBufferDepth 2 \
    crit_required_ns 4.02 \
    crit_path_top_delay_cell "sky130_fd_sc_hd__or4_1" \
    fillerInstances 1355 \
    floorplan.die.height_um 121 \
    outcome "finished clean" \
    drtIter0Drc 242 \
    cts_repair_resize_count 0 \
    numCtsBuffers 5 \
    synth.cells.most_frequent "sky130_fd_sc_hd__dfrtp_1, sky130_fd_sc_hd__nor2_1, sky130_fd_sc_hd__o21ai_0" \
    place.port_buffers 47 \
    power.leakage_nw 2.00 \
    routed_via_count 3599 \
    syn_inst 476 \
    synth.yosys.warnings 1 \
    area.growth.synth_to_final_pct 19.4 \
    tightest_slew_ns 0.748 \
    synth_cell_type_count 59 \
    initial_utilization_pct 31.3 \
    yosysCellCount 476 \
    yosysMostFrequentCell "sky130_fd_sc_hd__dfrtp_1" \
    cp-endpoint "timestep_counter[24]$_DFFE_PN0P_" \
    reg2reg_to "bit_count[2]$_DFFE_PN0P_" \
    numSynthFlops 56 \
    worst_path_dominant_cell_family "simple AND/OR/NAND/NOR gates" \
    timing.final.crit_period_ns 3.36 \
    worstSkewPairLatency_ns 0.30 \
    timing.slew.headroom_pct 50.1 \
    first_global_vias 3531 \
    drv_slew 0 \
    post-cts-setup-buffers 0 \
    layout.area.seq_sq_mm 0.00140 \
    critical_path.reg2reg.startpoint "bit_count[1]$_DFFE_PN0P_" \
    grt_setup_unrepaired "false" \
    globalRouteMet3Util_pct 2.36 \
    antenna_cells 0 \
    path_cells "clkdlybuf4s50_1 -> inv_1 -> ha_1 -> or3b_1 -> a22o_1 -> o32ai_1 -> o211a_4 -> nand3_2 -> or4_1 -> a21oi_1" \
    worstSetupStartpointType "input port" \
    postCtsHoldBufs 0 \
    drtAntennaViolNets 0 \
    finalSetupViolations 0 \
]
[metal layers]
metal / part of all wire [%] / up-vias / wire length [um]
met4: 0.59 / 0 / 59
li1: - / 1789 / -
met1: 48 / 1706 / 4740
met3: 6.2 / 5 / 623
met5: 0 / - / 0
met2: 46 / 99 / 4550
[layout make-up]
class,count,area share [%]
clock inverter,2,0.697
timing repair buffer,55,10.7
tap,176,4.38
inverter,25,1.87
multi-input combinational,369,51.9
clock buffer,6,2.56
sequential,56,27.9
[worst min-delay path: stages, from the launching register on]
cell	delay (ns)
sky130_fd_sc_hd__dfrtp_1	0.32
sky130_fd_sc_hd__a21oi_1	0.06
sky130_fd_sc_hd__nor2_1	0.08
[kinds of logic after synthesis]
kind of cell	share of synthesized area, %
AOI/OAI and AO/OA	14.8
xor gates and xnor gates	10.7
adders and majority gates	6.53
buffers and inverters	4.72
DFF	33.3
muxes	7.01
and+or+nand+nor	22.9
[registers in the layout, summed over array words and instances (netlist names)]
name and count:
timestep_counter 26, pattern_active_hold 1, pattern_done 1, stage1_counter 5, gpio_pat_gen_out 8, bit_count 3
enable_bit_counter 1, timestep_change 1, current_address 8, pattern_active 1, enable_pat_gen_delay 1
[cell usage in the layout (no fill, tap or decap), types with 4 or more instances in the layout]
master                             n
sky130_fd_sc_hd__o2111ai_1         4
sky130_fd_sc_hd__clkbuf_16         5
sky130_fd_sc_hd__mux2i_1           7
sky130_fd_sc_hd__and3_1            5
sky130_fd_sc_hd__o31ai_1           5
sky130_fd_sc_hd__nor3_1           18
sky130_fd_sc_hd__xor2_1           22
sky130_fd_sc_hd__a21oi_1          18
sky130_fd_sc_hd__xnor2_1          27
sky130_fd_sc_hd__a31oi_1           5
sky130_fd_sc_hd__or3_1            10
sky130_fd_sc_hd__nand3_1          17
sky130_fd_sc_hd__ha_1             22
sky130_fd_sc_hd__o21ai_0          31
sky130_fd_sc_hd__dfrtp_1          56
sky130_fd_sc_hd__nor4_1           12
sky130_fd_sc_hd__nor2b_1           6
sky130_fd_sc_hd__nand4_1          14
sky130_fd_sc_hd__clkdlybuf4s50_1  46
sky130_fd_sc_hd__nand2_1          30
sky130_fd_sc_hd__inv_1            25
sky130_fd_sc_hd__buf_4             7
sky130_fd_sc_hd__mux4_2            9
sky130_fd_sc_hd__nand2b_1          8
sky130_fd_sc_hd__nor2_1           47
[worst min-delay path by stage]
stage	startpoint	end	slack, ns	cells after the start
after CTS	pattern_active_hold$_DFF_PN0_	pattern_done$_DFFE_PN0P_	0.49	2
after global routing	pattern_active_hold$_DFF_PN0_	pattern_done$_DFFE_PN0P_	0.52	2
final	pattern_active_hold$_DFF_PN0_	pattern_done$_DFFE_PN0P_	0.49	2
[stage by stage]
| step | std cells | hold slack [ns] |
|---|---|---|
| after floorplan | 476 | 0.424 |
| final | 689 | 0.491 |
| after global placement | 681 | 0.477 |
| after CTS | 689 | 0.495 |
| after detailed placement | 681 | 0.477 |
| after global routing | 689 | 0.523 |
[report_power, final]
part,internal [mW],total [mW],switching [mW],leakage (nW)
Sequential,0.617,0.652,0.0356,0.739
Clock,0.310,0.519,0.208,0.0808
Combinational,0.125,0.254,0.129,1.18
Total,1.05,1.43,0.373,2.00
Power is estimated from default activity; no workload was simulated.
